<file path="design/flow/design.v">
module addern (carryin, X, Y, S, carryout, overflow);
parameter m = 32;
input carryin;
input [m - 1:0] X, Y;
output reg [m - 1:0] S;
output reg carryout, overflow;
always @(X, Y, carryin)
begin
{carryout, S} = X + Y + carryin;
overflow = (X[m- 1] & Y[m- 1] & S[m- 1]) | ( X[m- 1] & Y[m- 1] & S[m- 1]);
end
endmodule
module insMem (
    r, 
    l, 
    address, 
    clk, 
    q,
    e
);
    input wire [31:0][0:31]r;
    input l, clk, e;
    input [31:0]address;
    output reg [31:0][0:0]q;
    always @(posedge clk) begin
        if (e) begin
          if(l)
            q <= r[address];  
        end
    end
endmodule
module register (
    r, l, e, w, clk, q
);
    parameter n = 32;
    input [n-1:0]r;
    input l, e, w, clk;
    output reg [n-1:0]q;
    integer k;
    always @(posedge clk) begin
        if(l)
            q <= r;
        else if(e)
        begin
            q[n-1] <= w;
            for (k = n-2; k >= 0; k=k-1) begin
                q[k] <= q[k+1];
            end
        end
    end
endmodule
module insMem_reg_adder (
    r_insMem,
    l_insMem,
    address_insMem,
    clk,
    q_insMem,
    e_insMem,
    r_reg, l_reg, e_reg, w_reg, q_reg, carryin, sum, carryout, overflow
);
    input wire [31:0][0:31]r_insMem;
    input l_insMem, clk, e_insMem;
    input [31:0]address_insMem;
    inout [31:0][0:0]q_insMem;
    parameter p = 32;
    input [p-1:0]r_reg;
    input l_reg, e_reg, w_reg;
    inout [p-1:0]q_reg;
    parameter n = 32;
    input carryin;
    output [n- 1:0] sum;
    output carryout, overflow;
    insMem im(r_insMem,l_insMem,address_insMem,clk,q_insMem,e_insMem);
    register regis(r_reg, l_reg, e_reg, w_reg, clk, q_reg);
    addern adder(carryin, q_insMem, q_reg, sum, carryout, overflow);
endmodule
</file>
<file path="design/flow/run.sh">
#!/bin/bash
# OpenROAD 26Q1-2900-gdf79404cd8, Yosys 0.63+post, stock flow scripts
make -C /OpenROAD-flow-scripts/flow DESIGN_CONFIG=/design/flow/config.mk WORK_HOME=/design/flow/orfs finish
</file>
<file path="design/flow/config.mk">
export PLATFORM = sky130hd
export DESIGN_NAME = insMem_reg_adder
export DESIGN_NICKNAME = insMem_reg_adder
export VERILOG_FILES = /design/flow/design.v
export SDC_FILE = /design/flow/constraint.sdc
export NUM_CORES = 4
export LEC_CHECK = 1
export CORE_AREA = 10 10 458 458
export DIE_AREA = 0 0 468 468
</file>
<file path="design/flow/constraint.sdc">
current_design insMem_reg_adder

set clk_period 11.2
set clk_io_pct 0.2

create_clock -name clk0 -period $clk_period [get_ports {clk}]

set non_clock_inputs [all_inputs -no_clocks]
set_input_delay [expr $clk_period * $clk_io_pct] -clock clk0 $non_clock_inputs
set_output_delay [expr $clk_period * $clk_io_pct] -clock clk0 [all_outputs]
</file>
==> flow_summary_export.csv <==
group,metric,value,unit
status,status,"did not finish",
status,stop_stage,"4_1_cts",
status,error_line,"[error] [KeplerFormal.cpp:679] Workflow failed: Iso has multiple drivers: .q_insMem31, q_insMem[31]$_DFFE_PP_.Q0",
clock_tree,cts.sinks,64,
clock_tree,clockRootBuffer,"clkbuf_16",
logic_synthesis,ys_area,0.01209,mm^2
logic_synthesis,netlist_instances,811,
logic_synthesis,synth-seq-cells,64,
logic_synthesis,ff_type,"edfxtp_1",
logic_synthesis,ys_types,48,
floorplan,io_pins,1193,
logic_synthesis,syn_area,0.01209,mm^2
logic_synthesis,ys_cells,811,
logic_synthesis,syn_avg_cell_area,14.91,um^2
placed_design,routabilityCongestion,0.9327,
logic_synthesis,ys_async_sr_fraction,0,
logic_synthesis,edf_count,64,
logic_synthesis,yosysWarnings,3,
placed_design,hpwl,161600,um
clock_tree,cts_setup_buffers,0,
floorplan,fp-row-count,164,
clock_tree,cts_buffer_depth,2,
clock_tree,postCtsHoldBufs,0,
clock_tree,cts_buffers,9,
placed_design,portBuffers,1103,
floorplan,initial_core_util,0.06057,
placed_design,pre_cts_slack,2.910,ns
logic_synthesis,yosysSeqAreaShare,0.1589,
floorplan,die_w,468,um
floorplan,die_h,468,um
clock_tree,cts.repair.resized,0,
clock_tree,htreeDepth,3,
-- synth_stat cells, types with 3 or more instances --
master	count	area, um^2
o21a_1	3	22.52
nand3_1	8	40.04
nand4_1	4	25.02
nor3_1	3	15.01
a21oi_1	36	180.2
buf_4	10	75.07
xnor2_1	21	183.9
edfxtp_1	64	1922
o21ai_0	21	105.1
mux2i_1	33	330.3
buf_6	3	33.78
nand2b_1	5	31.28
inv_1	4	15.01
buf_2	17	85.08
a21o_1	12	90.09
or2_2	4	25.02
ha_1	31	387.9
buf_1	12	45.04
nand2_1	18	67.56
nor2_1	47	176.4
and2_1	7	43.79
o21bai_1	9	67.56
clkbuf_1	45	168.9
a211oi_1	3	22.52
mux4_2	320	7207
mux2_2	32	360.4
xor2_1	8	70.07
-- kinds of logic after synthesis --
family	Yosys count	synth area share
flops	64	0.1589
simple gates	104	0.03983
xor+xnor	29	0.02100
buf+inv	91	0.03497
compound gates	105	0.05690
mux	385	0.6530
fa+ha+maj	33	0.03538
-- through the flow --
step                      hold slack [ns]  area, um^2    util  cells
after global placement             0.6679       26280  0.1316   4509
after detailed placement           0.6646       26280  0.1316   4509
after floorplan                    0.5565       12090       -    811
